--- design/flow/config.mk ---
export PLATFORM = sky130hd
export DESIGN_NAME = uart_top
export DESIGN_NICKNAME = uart_top
export VERILOG_FILES = /design/flow/design.v
export SDC_FILE = /design/flow/constraint.sdc
export NUM_CORES = 4
export LEC_CHECK = 1
export CORE_UTILIZATION = 40
--- design/flow/constraint.sdc ---
current_design uart_top

set clk_period 3.7
set clk_io_pct 0.2

create_clock -name clk0 -period $clk_period [get_ports {clk}]

set non_clock_inputs [all_inputs -no_clocks]
set_input_delay [expr $clk_period * $clk_io_pct] -clock clk0 $non_clock_inputs
set_output_delay [expr $clk_period * $clk_io_pct] -clock clk0 [all_outputs]
--- design/flow/design.v ---
module baud_gen #(parameter THRESHOLD = 10) (
    input  clk,           
    input  reset,         
    output reg tick       
);
    reg [15:0] counter;
    always @(posedge clk) begin
        if (reset) begin
            counter <= 0;
            tick    <= 0; 
        end else if (counter == THRESHOLD - 1) begin
            tick    <= 1; 
            counter <= 0;
        end else begin
            tick    <= 0; 
            counter <= counter + 1;
        end
    end
endmodule
module uart_tx (
    input  clk,         
    input  reset,       
    input  tick,          
    input  start,         
    input  [7:0] data,    
    output reg tx_pin,    
    output reg active     
);
    localparam IDLE  = 2'b00, 
               START = 2'b01, 
               DATA  = 2'b10, 
               STOP  = 2'b11;
    reg [1:0] state;
    reg [3:0] s_count;    
    reg [2:0] b_count;    
    reg [7:0] b_reg;      
    always @(posedge clk) begin
        if (reset) begin
            state   <= IDLE; 
            tx_pin  <= 1'b1;  
            active  <= 0; 
            s_count <= 0; 
            b_count <= 0; 
            b_reg   <= 0;
        end else begin
            case (state)
                IDLE: begin
                    tx_pin <= 1; 
                    active <= 0;
                    if (start) begin 
                        b_reg   <= data; 
                        state   <= START; 
                        s_count <= 0; 
                    end
                end
                START: begin
                    active <= 1; 
                    tx_pin <= 0;  
                    if (tick) begin
                        if (s_count == 15) begin 
                            state   <= DATA; 
                            s_count <= 0; 
                            b_count <= 0; 
                        end else begin
                            s_count <= s_count + 1;
                        end
                    end
                end
                DATA: begin
                    tx_pin <= b_reg[b_count];  
                    if (tick) begin
                        if (s_count == 15) begin
                            s_count <= 0;
                            if (b_count == 7) begin
                                state <= STOP;
                            end else begin
                                b_count <= b_count + 1;
                            end
                        end else begin
                            s_count <= s_count + 1;
                        end
                    end
                end
                STOP: begin
                    tx_pin <= 1;  
                    if (tick) begin
                        if (s_count == 15) begin
                            state <= IDLE;
                        end else begin
                            s_count <= s_count + 1;
                        end
                    end
                end
            endcase
        end
    end
endmodule
module uart_rx (
    input  clk,           
    input  reset,         
    input  s_tick,        
    input  rx_pin,        
    output reg [7:0] data,   
    output reg rx_done    
);
    localparam IDLE  = 2'b00, 
               START = 2'b01, 
               DATA  = 2'b10, 
               STOP  = 2'b11;
    reg [1:0] state;
    reg [3:0] s_count;    
    reg [2:0] b_count;    
    reg [7:0] b_reg;      
    always @(posedge clk) begin
        if (reset) begin
            state   <= IDLE; 
            rx_done <= 0; 
            data    <= 0;
            s_count <= 0; 
            b_count <= 0; 
            b_reg   <= 0;
        end else begin
            rx_done <= 0;
            case (state)
                IDLE: begin
                    if (rx_pin == 0) begin  
                        state   <= START; 
                        s_count <= 0; 
                    end
                end
                START: begin
                    if (s_tick) begin
                        if (s_count == 7) begin 
                            state   <= DATA; 
                            s_count <= 0; 
                            b_count <= 0; 
                        end else begin
                            s_count <= s_count + 1;
                        end
                    end
                end
                DATA: begin
                    if (s_tick) begin
                        if (s_count == 15) begin
                            s_count <= 0;
                            b_reg   <= {rx_pin, b_reg[7:1]};  
                            if (b_count == 7) begin
                                state <= STOP;
                            end else begin
                                b_count <= b_count + 1;
                            end
                        end else begin
                            s_count <= s_count + 1;
                        end
                    end
                end
                STOP: begin
                    if (s_tick) begin
                        if (s_count == 15) begin 
                            data    <= b_reg;    
                            rx_done <= 1;        
                            state   <= IDLE; 
                        end else begin
                            s_count <= s_count + 1;
                        end
                    end
                end
            endcase
        end
    end
endmodule
module uart_top (
    input  clk, 
    input  reset, 
    input  start,
    input  [7:0] tx_data,
    output [7:0] rx_data,
    output rx_done, 
    output tx_wire
);
    wire baud_tick;
    baud_gen #(.THRESHOLD(10)) b_gen (
        .clk(clk), 
        .reset(reset), 
        .tick(baud_tick)
    );
    uart_tx tx_u (
        .clk(clk), 
        .reset(reset), 
        .tick(baud_tick), 
        .start(start), 
        .data(tx_data), 
        .tx_pin(tx_wire)
    );
    uart_rx rx_u (
        .clk(clk), 
        .reset(reset), 
        .s_tick(baud_tick), 
        .rx_pin(tx_wire), 
        .data(rx_data), 
        .rx_done(rx_done)
    );
endmodule
--- design/flow/run.sh ---
#!/bin/bash
# OpenROAD 26Q1-2900-gdf79404cd8, Yosys 0.63+post, stock flow scripts
make -C /OpenROAD-flow-scripts/flow DESIGN_CONFIG=/design/flow/config.mk WORK_HOME=/design/flow/orfs finish
==> flow_metrics.py <==
# Metrics from the implementation run
metrics = {
    "timing": {
        "worst_pin_slew_ns": 0.742,
        "max-slew-margin-rel_pct": 50.3,
        "setup_viol": 0,
        "hold_viol": 0,
        "max_freq_ghz": 0.419,
        "period_minus_slack_ns": 2.38,
        "skew_ns": 0.00473,
        "whs_ns": 0.457,
        "finalCritPeriodShare_pct": 64.4,
        "rsz0062_at_grt": "no",
        "finalSetupTns_ns": 0,
        "drv_slew": 0,
    },
    "critical_path": {
        "cp-end-kind": "flop",
        "cp_num_buf_inv": 2,
        "critPathLaunchType": "input pin",
        "worst_path_max_delay_cell": "clkdlybuf4s50_1",
        "cp.required_ns": 3.97,
        "path_cells": "clkdlybuf4s50_1, inv_1, a221o_1, or4_1, a21oi_1",
        "critPathMaxFanout": 10,
        "crit_type": "input pin to flop",
        "path_delay_family": "buffers and inverters",
        "critPathArrivalTime_ns": 2.66,
        "critPathMaxStageDelay_ns": 0.66,
    },
    "finish": {
        "nFillCells": 670,
        "final_cell_mix": "dfxtp_1, nor2_1, nand2_1, a21oi_1, clkdlybuf4s50_1",
        "final_cell_area_um2": 3260,
        "drive_gt1_share_pct": 9.06,
        "largest_reg_flops": 16,
        "layout_top_cell": "dfxtp_1",
        "area_growth_pct": 14.8,
        "regMostFlops": "b_gen.counter",
    },
    "yosys": {
        "synthDistinctLibCells": 54,
        "yosysCellCount": 307,
        "synth_flops": 65,
        "ys_sh_mux_pct": 5.95,
        "synthXorXnorAreaFrac_pct": 2.78,
        "synthAoiAreaFrac_pct": 15.0,
        "synth-adder-area-share_pct": 3.53,
        "async_flop_share_pct": 0,
        "ys.flop_type": "dfxtp_1",
        "ys_chip_area_um2": 2840,
        "synthCells": 307,
        "simple_gate_share_pct": 23.3,
        "synth_area_um2": 2840,
        "yosys-top-cells-area": "dfxtp_1, a21oi_1, nor2_1, nand2_1, ha_1",
        "top_area_share_pct": 45.9,
        "yosysWarnings": 3,
        "syn_avg_cell_area_um2": 9.24,
        "edf_count": 0,
        "topCombFamilyByArea": "simple AND/OR/NAND/NOR gates",
        "top_area_cell": "dfxtp_1",
        "ys_seq_share_pct": 45.9,
    },
    "drt": {
        "drc": 0,
        "via_per_inst": 5.27,
        "drt_iter0_drc": 74,
        "wl_per_cell_um": 12.1,
        "routed_wl_um": 5180,
        "ant_nets": 0,
        "firstDrtPassIters": 4,
        "vias": 2249,
        "n_antenna_cell": 0,
    },
    "place": {
        "port_buffers": 20,
        "hpwl_um": 3400,
        "gp_congestion": 0.790,
        "placed_cell_area_um2": 3090,
    },
    "clock_network": {
        "postCtsHoldBufs": 0,
        "cts_root_buf": "clkbuf_8",
        "cts.htree.levels": 3,
        "cts_tree": "yes",
        "cts_made_buffers": 9,
        "worstSkewPairLatency_ns": 0.34,
        "cts_setup_buffers": 0,
        "clock_path_buffers": 2,
        "cts.sinks": 65,
        "post_cts_resize_count": 0,
        "clk_pin_slew_ns": 0.07,
    },
    "grt": {
        "grtUsageTotal_pct": 15.0,
        "grt_max_degree": 42,
        "grt_pass1_vias": 1971,
        "grt_first_pass_wirelength_um": 8870,
        "grt_overflow": 0,
        "antenna_found_initial": 0,
    },
    "floorplanning": {
        "initCoreUtil_pct": 41.5,
        "rows": 30,
        "die_area_um2": 7430,
        "die_w_um": 86.2,
        "core-area_um2": 6830,
        "io_pins": 21,
        "die_y_um": 86.2,
    },
    "power": {
        "vdd_ir_drop_max_uv": 271,
        "swShare_pct": 25.6,
        "p_per_area_nw_per_um2": 409,
        "p_int_uw": 990,
        "total_power_uw": 1330,
        "power_leakage_uw": 0.00118,
        "net-switching-power_uw": 341,
        "comb_power_share_pct": 5.9,
        "p_seq_share_pct": 54.9,
        "pwr-share-clk_pct": 39.3,
    },
    "outcome": {
        "status": "complete, no violations",
    },
    "run": {
        "warnings": 26,
        "cap_violations": 0,
    },
    "worst_hold_path": {
        "hp-class": "flop to flop",
    },
}
## power groups by stage
stage                 Sequential (µW)  Clock (µW)  Combinational (µW)
after CTS                         729         545                79.1
after global routing              732         575                88.2
final                             730         523                78.2
## tightest hold or removal path, cell delays in order, from the launching register on
cell and delay, ns:
dfxtp_1 0.31, nand2_1 0.05, a21oi_1 0.05
## stage by stage
stage	util, %	cells	worst slack (ns)
finish	47.7	427	1.32
global route	47.7	427	1.22
CTS	47.7	427	1.33
detailed placement	45.2	411	0.967
global placement	45.2	411	1.03
floorplan	-	307	1.70
## layer usage
metal / global-route usage, % / up-vias / part of all wire [%]
met5: 0 / - / 0
met3: 3.77 / 7 / 4.0
li1: - / 1164 / -
met4: 1.67 / 0 / 1.3
met2: 23.5 / 34 / 44
met1: 22.5 / 1044 / 51
## synth_stat cells, types with 3 or more instances
master,number
a21oi_1,26
a22o_1,8
a22oi_1,3
and3_1,3
clkbuf_1,6
dfxtp_1,65
ha_1,8
inv_1,6
mux2_2,3
mux2i_1,9
nand2_1,28
nand3_1,17
nand4_1,9
nor2_1,32
nor2b_1,3
nor3_1,5
nor4_1,4
o21ai_0,11
o31ai_1,4
or3_1,5
or4_1,5
xnor2_1,4
xor2_1,5
## final cells by class
class	instances	area, µm²	share of cell area, %
multi-input combinational	223	1430	44.0
sequential	65	1300	40.0
timing repair buffer	21	208	6.38
clock buffer	9	124	3.80
tap	96	120	3.69
clock inverter	7	47.5	1.46
inverter	6	22.5	0.692
## kinds of logic after synthesis
logic type | Yosys count
and+or+nand+nor | 127
AOI/OAI and AO/OA | 65
DFF | 65
buffers and inverters | 19
muxes | 14
xor gates and xnor gates | 9
adders and majority gates | 8
## path summary, 6_finish.rpt
| check | cells after the start | slack, ns | startpoint | to |
|---|---|---|---|---|
| worst max-delay path | 5 | 1.32 | start | tx_u.s_count[1] |
| worst min-delay path | 2 | 0.46 | tx_u.b_reg[6] | tx_u.b_reg[6] |
| worst max register to register | 5 | 1.75 | b_gen.counter[0] | b_gen.counter[15] |
| worst min register to register | 2 | 0.46 | tx_u.b_reg[6] | tx_u.b_reg[6] |
Power is estimated from default activity; no workload was simulated.
